==> design.v <==
module memory #(parameter CELL_COUNT = 256, parameter LINE_WIDTH = 8)(
  input [7:0] read_address,
  input [7:0] write_address,
  input [LINE_WIDTH - 1:0] write_data,
  input write_enable,
  input reset,
  output reg [LINE_WIDTH - 1:0] read_data);
  reg [LINE_WIDTH - 1:0] registers [0:CELL_COUNT - 1];
  always @(*) begin
    read_data = registers[read_address];
  end
  integer i;
  always @(*) begin
    if (reset) begin
      for (i = 0; i < CELL_COUNT; i = i + 1) begin
        registers[i] <= 8'h00;
      end
    end else begin
      if (write_enable) begin
        registers[write_address] <= write_data;
      end
    end
  end
endmodule
==> run.sh <==
#!/bin/bash
# OpenROAD 26Q1-2900-gdf79404cd8, Yosys 0.63+post, stock flow scripts
make -C /OpenROAD-flow-scripts/flow DESIGN_CONFIG=/design/flow/config.mk WORK_HOME=/design/flow/orfs finish
==> config.mk <==
export PLATFORM = sky130hd
export DESIGN_NAME = memory
export DESIGN_NICKNAME = memory
export VERILOG_FILES = /design/flow/design.v
export SDC_FILE = /design/flow/constraint.sdc
export NUM_CORES = 4
export LEC_CHECK = 1
export CORE_UTILIZATION = 50
==> constraint.sdc <==
current_design memory

set clk_period 9.5
set clk_io_pct 0.2

create_clock -name clk0 -period $clk_period

set non_clock_inputs [all_inputs -no_clocks]
set_input_delay [expr $clk_period * $clk_io_pct] -clock clk0 $non_clock_inputs
set_output_delay [expr $clk_period * $clk_io_pct] -clock clk0 [all_outputs]
==> results.tsv <==
metric	value	unit
status	complete, but fails checks	
violations	capacitance limit, slew limit, setup timing	
post_cts_resized	0	
top_area_cell	dlxtn_1	
unclocked_regs	2048	
utilization	56.3	%
fin_crit	9.57	ns
syn_avg_cell_area	10.1	µm²
hold_start	read_address[0]	
ys_sh_simple	8.86	%
detail_route.wl_per_cell	51.0	µm
largest-register	registers	
power_density	34.6	mW/mm²
swShare	53.8	%
reg_top3	registers: 2048 flops	
cts_setup_buffers	0	
hold_ws	5.43	ns
layout-drive-gt1-share	13.2	%
fmax	0.105	GHz
ant_nets	0	
synthArstFlopShare	0	%
rsz0062_at_grt	false	
io_buffer_count	34	
placed_cell_area	0.0524	mm²
gr-total-overflow	0	
ys_sh_xor	0.0554	%
total_leakage_power	22.5	nW
hold-path-cell-count	7	
setup_viol	1	
worst_slew_pin_slew	1.55	ns
setup_slack	-0.0666	ns
die_x	310	µm
max-cap-violations	1	
area_leaders	dlxtn_1 65%, a22oi_1 7.6%, a21oi_1 3.4%	
yosys_area	0.0475	mm²
tool_warnings	45	
ys_sh_aoi	22.9	%
ioPinCount	34	
holdPathEnd	read_data[3]	
holdCritPathClass	in -> out	
netlist_instances	4690	
power.internal	842	µW
yosys_warnings	2	
largest_reg_flops	2048	
slew_headroom	-3.59	%
grt_pass1_wl	410000	µm
edf_count	0	
design.core.area	0.0936	mm²
netlist_logic_family_top	AND-OR/OR-AND gates	
top_area_share	64.7	%
viasPerCell	7.96	
ys_sh_adder	0.0211	%
seq_area	0.0307	mm²
cts_hold_buf	0	
yosys_most_used_dff	dlxtn_1	
vias	49200	
drt_iter0_drc	7734	
routed_wl	315000	µm
drc_errors	0	
die_h	310	µm
grt_pass1_vias	44300	
critPathKind	in -> out	
fin_crit_sh	101	%
final_cell_area	0.0527	mm²
cp_data_required_time	7.60	ns
synth_cell_types	71	
ys_cells	4690	
netlist_area	0.0475	mm²
p_sw	980	µW
rows	112	
synth.most_common_cell	dlxtn_1	
grt_max_degree	163	
ys_sh_mux	0.232	%
worst_ir_drop_vdd	0.0000913	V
syn_to_final_growth	11.1	%
p_total	1.82	mW
place.gp.congestion	1.23	
finalMaxSlewViolations	6	
critPathLaunchType	primary input	
drt_first_pass_iters	15	
logic_area	0.0159	mm²
track_usage	68.6	%
cp_data_arrival_time	7.67	ns
ys_ff	2048	
num-fill-cells	8305	
grt_antenna_before_repair	55	
finalHoldViolations	0	
die_area	0.0962	mm²
untimed_endpoints	2048	
dp.final_hpwl	219000	µm
path_max_fanout	36	
top_cells_by_count	2048 x dlxtn_1, 480 x a22oi_1, 318 x a21oi_1	
end_kind	primary output	
initCoreUtil	50.7	%
==> logic make-up (layout without fill, tap and decap cells) <==
| logic type | Yosys count | after routing |
|---|---|---|
| compound gates | 1496 | 1496 |
| xor+xnor | 3 | 3 |
| fa+ha+maj | 1 | 1 |
| other cells | 0 | 98 |
| latches | 2048 | 2048 |
| simple gates | 755 | 755 |
| buf+inv | 377 | 520 |
| mux | 10 | 10 |
==> critical path, stage by stage <==
cell and delay, ns:
buf_2 0.66, and4b_2 0.57, buf_4 0.40, and3_1 0.23
a2111oi_0 1.17, nand4_1 0.33, nor4_1 0.73, nand2_1 0.10
nor4_1 0.77, buf_4 0.23, mux2i_1 0.08, clkdlybuf4s50_1 0.42
==> worst max path at each step <==
stage | startpoint | endpoint | slack [ns] | cells past startpoint
5_1_grt | read_address[7] | read_data[3] | 0.40 | 14
6_report | read_address[4] | read_data[3] | -0.07 | 12
4_1_cts | read_address[4] | read_data[3] | 0.49 | 12
==> through the flow <==
stage | TNS [ns] | worst slack, ns | std cells
after floorplan | 0 | 2.88 | 4690
after global placement | 0 | 0.447 | 6084
after detailed placement | 0 | 0.511 | 6085
after CTS | 0 | 0.489 | 6085
after global routing | 0 | 0.402 | 6139
final | -0.0666 | -0.0666 | 6185
==> area by class of cell <==
type,count,area share [%]
antenna,98,0.465
tap,1254,2.98
timing repair buffer,515,8.00
multi-input combinational,2265,30.2
sequential,2048,58.3
inverter,5,0.0356
==> cells in the final DEF, fill, tap and decap left out, types with 9 or more instances in the layout <==
cell type / instances
dlxtn_1: 2048
a22oi_1: 480
buf_4: 455
a21oi_1: 256
o22ai_1: 163
nor2_1: 161
a32oi_1: 156
nand3_1: 138
diode_2: 98
a22o_1: 95
a222oi_1: 94
nand4_1: 84
nor4_1: 69
nand2_1: 65
a21oi_2: 62
a221oi_1: 54
and3_1: 52
o21ai_0: 28
or4_1: 27
nor3_1: 27
clkdlybuf4s50_1: 25
buf_12: 24
a2111oi_0: 20
a31oi_1: 17
nand2b_1: 17
nor4bb_4: 12
o211ai_1: 12
o22a_1: 10
nor3_2: 10
nor2_2: 10
o221ai_1: 9
==> metal layers <==
| layer | share of wire, % | up-vias | track usage, % | wire length (µm) |
|---|---|---|---|---|
| li1 | - | 18000 | - | - |
| met1 | 31 | 23500 | 74.9 | 98500 |
| met2 | 36 | 5685 | 80.5 | 113000 |
| met3 | 20 | 1970 | 56.0 | 63600 |
| met4 | 12 | 96 | 56.8 | 36800 |
| met5 | 1.2 | - | 36.6 | 3880 |
