--- /design/flow/config.mk ---
export PLATFORM = sky130hd
export DESIGN_NAME = program_counter
export DESIGN_NICKNAME = program_counter
export VERILOG_FILES = /design/flow/design.v
export SDC_FILE = /design/flow/constraint.sdc
export NUM_CORES = 4
export LEC_CHECK = 1
export CORE_AREA = 10 10 70 70
export DIE_AREA = 0 0 80 80
--- /design/flow/constraint.sdc ---
current_design program_counter

set clk_period 1.7
set clk_io_pct 0.2

create_clock -name clk0 -period $clk_period [get_ports {clock}]

set non_clock_inputs [all_inputs -no_clocks]
set_input_delay [expr $clk_period * $clk_io_pct] -clock clk0 $non_clock_inputs
set_output_delay [expr $clk_period * $clk_io_pct] -clock clk0 [all_outputs]
--- /design/flow/design.v ---
module program_counter (
  input enable,
  input clock,
  input reset,
  input jump,
  input jz,
  input zero_flag,
  input [7:0] jump_address,
  output reg [7:0] result);
  reg [7:0] next_address;
  always @(posedge clock or posedge reset) begin
    if (reset) begin
      result <= 8'h00;
    end else begin
      if (enable) begin
        if (jump || (jz && zero_flag)) begin
          result <= jump_address;
        end else begin
          next_address = result == 127 ? 0 : result + 1;
          result <= next_address;
        end
      end
    end
  end
endmodule
--- /design/flow/run.sh ---
#!/bin/bash
# OpenROAD 26Q1-2900-gdf79404cd8, Yosys 0.63+post, stock flow scripts
make -C /OpenROAD-flow-scripts/flow DESIGN_CONFIG=/design/flow/config.mk WORK_HOME=/design/flow/orfs finish
==> GITHUB_STEP_SUMMARY <==
## Synthesis and layout report

| Metric | Value |
|---|---|
| Status | `finished clean` |
| Clk sinks | `8` |
| RSZ-0062 raised after global routing | `no` |
| First-pass GRT wire length | `around 2800 um` |
| Max Root-Sink Buffers | `2` |
| #FFs+latches synth | `8` |
| DIE AREA | `around 6400 um^2` |
| Late-Pin Clk Latency | `approximately 0.25 ns` |
| Die height | `80 um` |
| Mapped cell area | `538 um^2` |
| Period minus WS final | `about 1.6 ns` |
| Max-slew headroom | `0.792` |
| Area grow syn2layout | `63.3%` |
| Slew Viols, Final | `0` |
| Worst-path fanout max | `5` |
| Vias per inst | `4.47` |
| P_leak | `0.346 nW` |
| PostCTS Resize Cnt | `0` |
| Cell Type Count | `26` |
| RR Endpoint | `result[7]$_DFFE_PP0P_` |
| Via count | `between 600 and 700` |
| Initial antenna violation count | `0` |
| Final core utilization | `0.257` |
| CTS root buf | `clkbuf_4` |
| Largest reg by FF count | `result` |
| CP delay by family, top | `simple AND/OR/NAND/NOR gates` |
| Reg clk slew, reported paths | `0.05 ns` |
| Setup TNS | `0 ns` |
| Worst Setup End Kind | `register` |
| WS Path Type | `reg -> reg` |
| Crit path DRT | `~1.9 ns` |
| Core Util at FP | `0.158` |
| Pre-antenna DRT Iters | `4` |
| Yosys Instances | `between 60 and 70` |
| YS chip area | `538 um^2` |
| Post-Syn Area per Cell | `slightly below 9 um^2` |
| Drt wl/cell | `between 10 and 15 um` |
| # port buffers | `21` |
| Remaining antenna violation count | `0` |
| Place WS | `-0.0363 ns` |
| All-Layer GR Usage | `0.0547` |
| TritonCTS clock tree | `built` |
| Hold Slack | `~0.35 ns` |
| Crit path buffers/inverters | `0` |
| H-tree levels | `1` |
| F_max | `roughly 640 MHz` |
| DRC Markers | `0` |
| Worst Slack Setup Final | `between 0.1 and 0.15 ns` |
| Final Hold Viols | `0` |
| Post-CTS Setup Inserts | `0` |
| R2r worst-path depth | `3` |
| Largest register FFs | `8` |
| Synth Seq Share | `0.372` |
| Worst path arrival time | `about 1.7 ns` |
| # diodes | `0` |
| Cts hold-fix bufs | `0` |
| Initial DRC count | `between 50 and 60` |
| Startpoint Class | `register` |
| PwrDens | `722 nW/um^2` |
| Critical-path top delay cell | `or4_1` |
| Number of warnings in the stage logs | `25` |
| Worst-Margin Slew | `between 0.3 and 0.4 ns` |
| Die X | `80 um` |
| R2R setup slack | `0.13 ns` |
| Share of layout cells above drive strength 1 | `0.143` |
| Synth warnings | `1` |
| Final WL | `around 1700 um` |
| Gate Count Post-Synth | `61` |
| Core area | `3420 um^2` |
| Clk_skew | `0.00179 ns` |
| Largest net degree at the start of global routing | `14` |
| Setup-failing EPs final | `0` |
| Max-cap viol count | `0` |
| Vias in the first global route | `609` |
| Number of buffers created by CTS | `3` |
| Peak supply drop | `228 uV` |
| GP Congestion | `between 0.9 and 1` |
| Worst r2r src | `result[0]$_DFFE_PP0P_` |
| Final period util | `0.923` |
| FP Rows | `21` |
| Worst min path class | `in -> async` |
| Congestion Overflow GR | `0` |
| Ports | `22` |
| Final HPWL DP | `1380 um` |
| Crit path largest cell delay | `roughly 0.53 ns` |
| CP cell instances | `ha_1, or4_1, o311ai_1` |
| Largest regs | `result x8` |
==> cells in the final DEF (no fill, tap or decap), types with 3 or more instances in the layout <==
cell type / Yosys / routed
o211ai_1: 3 / 3
buf_4: 0 / 8
clkdlybuf4s50_1: 0 / 21
clkbuf_4: 0 / 3
a2bb2oi_1: 5 / 5
o21ai_0: 3 / 3
or4_1: 3 / 3
inv_1: 3 / 3
nand2_1: 8 / 8
dfrtp_1: 8 / 8
a21oi_1: 3 / 3
nand3_1: 4 / 4
==> cells in the mapped netlist <==
cell type,count,area share
buf_2,2,0.019
nor2_1,1,0.0070
o21ai_0,3,0.028
inv_1,3,0.021
o2111ai_1,1,0.016
nand2_1,8,0.056
nor2b_1,1,0.012
nand3_1,4,0.037
or4_1,3,0.042
a21oi_1,3,0.028
nand4_1,1,0.012
a31oi_1,1,0.012
a21o_1,1,0.014
o311ai_1,1,0.016
mux2i_1,2,0.037
nand2b_1,2,0.023
a2bb2oi_1,5,0.081
nand3b_2,1,0.021
a22oi_1,1,0.014
clkinv_1,1,0.0070
or2_2,1,0.012
dfrtp_1,8,0.37
o2bb2ai_1,1,0.016
ha_1,1,0.023
o211ai_1,3,0.042
o311ai_0,2,0.033
==> per-stage QoR <==
| step | std cells | power [mW] | area [um^2] |
|---|---|---|---|
| after CTS | 137 | 0.644 | 878 |
| after global routing | 137 | 0.685 | 878 |
| after floorplan | 61 | 0.355 | 538 |
| after global placement | 134 | 0.493 | 856 |
| after detailed placement | 134 | 0.496 | 856 |
| final | 137 | 0.634 | 878 |
==> kinds of logic after synthesis <==
| group | count (synthesis) | share of synthesized area |
|---|---|---|
| AOI/OAI and AO/OA | 22 | 0.300 |
| adders and majority gates | 1 | 0.0233 |
| buffers and inverters | 6 | 0.0465 |
| DFF | 8 | 0.372 |
| muxes | 2 | 0.0372 |
| and+or+nand+nor | 22 | 0.221 |
==> worst max path at each step <==
stage,from,to,cells after the start
after global routing,result[5]$_DFFE_PP0P_,result[5],1
final,result[0]$_DFFE_PP0P_,result[7]$_DFFE_PP0P_,3
after CTS,result[5]$_DFFE_PP0P_,result[5],1
==> routing by layer <==
layer	up-vias	wire, um	track usage
li1	297	-	-
met1	272	715	0.0674
met2	41	689	0.0722
met3	2	329	0.0455
met4	0	10	0.00880
met5	-	0	0
==> report_power, final <==
group | leakage [nW] | switching [mW] | internal [mW]
Sequential | 0.0934 | 0.0481 | 0.222
Combinational | 0.239 | 0.0775 | 0.143
Clock | 0.0138 | 0.0627 | 0.0807
Total | 0.346 | 0.188 | 0.446
==> area by class of cell <==
cell class,instances,area [um^2]
Inverter,4,15.0
Multi-Input combinational cell,47,313
Timing Repair Buffer,29,270
Fill cell,364,2540
Clock buffer,3,22.5
Tap cell,46,57.6
Sequential cell,8,200
No activity file was given, so power comes from the tool's default toggle rates.
