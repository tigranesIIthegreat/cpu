## /design/flow/run.sh

```bash
#!/bin/bash
# OpenROAD 26Q1-2900-gdf79404cd8, Yosys 0.63+post, stock flow scripts
make -C /OpenROAD-flow-scripts/flow DESIGN_CONFIG=/design/flow/config.mk WORK_HOME=/design/flow/orfs finish
```

## /design/flow/config.mk

```make
export PLATFORM = sky130hd
export DESIGN_NAME = register_file
export DESIGN_NICKNAME = register_file
export VERILOG_FILES = /design/flow/design.v
export SDC_FILE = /design/flow/constraint.sdc
export NUM_CORES = 4
export LEC_CHECK = 1
export CORE_AREA = 10 10 94 94
export DIE_AREA = 0 0 104 104
```

## /design/flow/constraint.sdc

```tcl
current_design register_file

set clk_period 1.5
set clk_io_pct 0.2

create_clock -name clk0 -period $clk_period

set non_clock_inputs [all_inputs -no_clocks]
set_input_delay [expr $clk_period * $clk_io_pct] -clock clk0 $non_clock_inputs
set_output_delay [expr $clk_period * $clk_io_pct] -clock clk0 [all_outputs]
```

## /design/flow/design.v

```verilog
module register_file (
    input [1:0] read_address_1,
    input [1:0] read_address_2,
    input [1:0] write_address,
    input [7:0] write_data,
    input write_enable,
    input reset,
    output reg [7:0] read_data_1,
    output reg [7:0] read_data_2
    );
    reg [7:0] registers [0:3];
    always @(*) begin
        read_data_1 = registers[read_address_1];
        read_data_2 = registers[read_address_2];
    end
    integer i;
    always @(*) begin
        if (reset) begin
            for (i = 0; i < 4; i = i + 1) begin
                registers[i] <= 8'h00;
            end
        end else begin
            if (write_enable) begin
                registers[write_address] <= write_data;
            end
        end
    end
endmodule
```

==> notes.org <==
* Flow results

** Layout
- In the final layout, the registers with the most flip-flops are registers (32).
- Of the cells placed in the final design, the portion with a size suffix greater than 1 is 39.8%.
- For the completed layout, the total cell area is recorded as 1410 µm².
- Final instance count without filler cells :: 199
- The register with the most flip-flops in the final layout is registers.
- Layout Utilization :: 20.7%
- The register with the most flip-flops in the layout has 32 of them.
- Layout Area Growth over Synthesis :: 47.3%

** Setup path
- Category of the worst setup path launch point :: input port
- The worst setup path is of the input port to primary output kind.
- Critical path data required time :: 1.20 ns
- Arrival @ worst endpoint :: 1.16 ns
- The worst setup path is captured at a primary output.
- CP max FO :: 4

** Yosys
- Per the synthesis report, the dominant area consumer among library cells is dlxtn_1.
- Most frequently used cell type in the post-synthesis netlist :: dlxtn_1
- Flops after synth :: 32
- Avg Cell Area, Syn :: 14.3 µm²
- Cell count listed in synth_stat.txt :: 67
- Post-synthesis instance total :: 67
- Most frequent cells after synthesis :: dlxtn_1 (32), mux4_2 (16), nor2b_1 (8)
- Summed over its instances, the top area cell type makes up 50.1% of the synthesized netlist area.
- For this run, the number of Yosys warnings is 2.
- Of all flip-flops after synthesis, the portion carrying an async set or reset was 0%.
- Dominant register cell in the synthesized netlist :: dlxtn_1
- Top cells by area :: dlxtn_1 (50%), mux4_2 (38%), nor2b_1 (5.2%), a31oi_1 (2.6%), buf_6 (2.3%)
- After synthesis the cells add up to 960 µm².
- Summed standard-cell area reported by yosys :: 960 µm²
- In this run, synthesis inferred 0 flip-flops with an integrated enable.
- Counting distinct cell types in the post-synthesis netlist gives 8.

** Global route
- The global routing report lists combined usage of all routing layers as 4.86%.
- Total global routing overflow :: 0
- Wire length of the first global-routing pass :: 4260 µm
- Pin count of the biggest net entering global routing :: 13
- The number of global-route vias before repair is 745.
- Number of antenna violations at the first check in global routing :: 0

** Placed design
- Placed Instance Area :: 1440 µm²
- Number of instances in the placed design :: 195
- Detailed placement HPWL :: 2030 µm
- Number of port buffers :: 32
- Routability-driven placement finished with a final weighted congestion of 0.746.

** Final timing
- 32 endpoints have no timing constraint.
- OpenROAD reports that the post-layout worst path occupies 97.5% of the period.
- Total Negative Setup Slacks :: 0 ns
- Endpoints with negative setup slack in the final report add up to 0.
- In the final report, the number of hold violations comes to 0.
- Count of unclocked register or latch pins :: 32
- Maximum clock frequency :: 0.684 GHz
- The pin closest to its max-slew limit shows a slew of 0.780 ns.
- Checking max transition, the worst relative margin is 47.8%.
- The routed design could run at a clock period as short as 1.46 ns.
- Max-slew check failures listed in the final report amount to 0.
- Setup repair after global routing missed its margin :: no

** Outcome
- The flow ran to the end, and the final reports show no timing, DRC or antenna violations.

** Die
- Vertical die size :: 104 µm
- Overall chip area :: 10800 µm²
- For this configuration, the core starts out at a cell density of 14.0%.
- IO Count :: 32
- According to the floorplan report, the placeable core area is 6830 µm².
- The die is 104 µm wide.
- The initialized floorplan defines 30 standard-cell rows.

** Routing
- The count of nets left with antenna violations once routing finished came out at 0.
- DRT Pass-1 Iters :: 4
- Via-to-Cell Ratio :: 3.46
- Per the detailed-route log, wirelength across all metal layers totals 2570 µm.
- Number of design-rule violations left by the first detailed-router iteration :: 32
- Routed length per instance :: 12.9 µm
- The routed design ends up with an antenna cell count of 0.
- TritonRoute reported its final design rule violation total as 0.
- Via count :: 688

** Clocking
- Post-cts hold-fix buffer tally :: 0

** Job
- Warnings raised by the tools during the run amount to 33.
- Tally of max-capacitance violations :: 0

** Power and ir drop
- The design draws 0.289 mW.
- The worst-case IR drop observed on VDD is 43.7 µV.
- Power per cell area :: 204 nW/µm²
- The analysis attributes to cell leakage a power of 0.598 nW.

** Worst hold path
- Checking hold timing, the worst path is listed with class input port to primary output.
cells in the final DEF, fill, tap and decap left out:
cell type         n
dlxtn_1          32
mux4_2           16
clkdlybuf4s50_1  12
buf_2            11
nor2b_1           8
buf_6             6
a31oi_1           4
buf_12            3
clkbuf_2          3
inv_1             2
dlygate4sd2_1     2
clkdlybuf4s15_1   2
buf_4             2
per-layer routing:
| metal | part of all wire, % | GRT usage, % | vias to the layer above |
|---|---|---|---|
| met5 | 0 | 0 | - |
| met3 | 6.3 | 1.19 | 0 |
| met1 | 45 | 6.33 | 337 |
| met4 | 0 | 0 | 0 |
| li1 | - | - | 323 |
| met2 | 49 | 8.47 | 28 |
critical path, cell delays in order:
cell	delay, ns
dlygate4sd2_1	0.26
buf_6	0.13
mux4_2	0.27
clkdlybuf4s15_1	0.20
where the power goes:
group / switching, mW / leakage, nW / internal [mW] / total (mW)
sequential: 0.00765 / 0.252 / 0.0659 / 0.0736
combinational: 0.0807 / 0.346 / 0.134 / 0.215
clock: 0 / 0 / 0 / 0
repair_timing:
item                                    4_1_cts  5_1_grt
resized                                      62        5
pin swaps                                     0        0
endpoints found under the setup margin       16       15
buffers inserted                              6        0
final timing paths:
check                         start              to  cells after the start
setup / recovery  read_address_1[1]  read_data_1[1]                      4
hold / removal    read_address_2[0]  read_data_2[3]                      3
area by class of cell:
type,count,area [µm²]
Timing Repair Buffer,41,370
Tap cell,96,120
Multi-Input combinational cell,28,435
Sequential cell,32,480
Fill cell,744,5420
Inverter,2,7.51
through the flow:
| stage | hold slack (ns) | setup slack, ns |
|---|---|---|
| CTS | 1.16 | -0.0351 |
| finish | 0.999 | 0.0378 |
| global placement | 1.85 | -0.721 |
| floorplan | 0.921 | 0.307 |
| detailed placement | 1.85 | -0.714 |
| global route | 1.04 | 0.000185 |
logic make-up after synthesis:
group / count (synthesis) / synth area share [%]
AND-OR/OR-AND: 4 / 2.61
buffers and inverters: 7 / 4.56
latches: 32 / 50.1
multiplexers: 16 / 37.5
AND/OR/NAND/NOR: 8 / 5.22
Power and IR drop assume default switching activity.
